==> design.v <==
module NSPLD(
	nRST, CLK, LED
);
	input nRST, CLK;
	output[1:0] LED;
	reg[31:0] counter;
	reg[1:0] regs, state;
	assign LED = ~regs;
	always @(posedge CLK) begin
		if (!nRST) begin
			counter <= 32'd0;
			regs <= 2'b0;
			state <= 2'd0;
		end else begin
			if (counter < 32'd12_000_000)
				counter <= counter + 32'd1;
			else begin
				counter <= 32'd0;
				case (state)
					2'd0: begin
						regs[0] = 1'b1;
						state = state + 1;
					end
					2'd1: begin
						regs[0] = 1'b0;
						state = state + 1;
					end
					2'd2: begin
						regs[1] = 1'b1;
						state = state + 1;
					end
					2'd3: begin
						regs[1] = 1'b0;
						state = state + 1;
					end
				endcase
			end
		end
	end
endmodule
==> run.sh <==
#!/bin/bash
# OpenROAD 26Q1-2900-gdf79404cd8, Yosys 0.63+post, stock flow scripts
make -C /OpenROAD-flow-scripts/flow DESIGN_CONFIG=/design/flow/config.mk WORK_HOME=/design/flow/orfs finish
==> config.mk <==
export PLATFORM = sky130hd
export DESIGN_NAME = NSPLD
export DESIGN_NICKNAME = NSPLD
export VERILOG_FILES = /design/flow/design.v
export SDC_FILE = /design/flow/constraint.sdc
export NUM_CORES = 4
export LEC_CHECK = 1
export CORE_AREA = 10 10 96 96
export DIE_AREA = 0 0 106 106
==> constraint.sdc <==
current_design NSPLD

set clk_period 3.3
set clk_io_pct 0.2

create_clock -name clk0 -period $clk_period [get_ports {CLK}]

set non_clock_inputs [all_inputs -no_clocks]
set_input_delay [expr $clk_period * $clk_io_pct] -clock clk0 $non_clock_inputs
set_output_delay [expr $clk_period * $clk_io_pct] -clock clk0 [all_outputs]
==> flow_metrics.py <==
# Auto-generated metrics
metrics = {
    "clock_network": {
        "numCtsBuffers": 5,
        "cts_tree": "yes",
        "post_cts_buffers": 0,
        "clockBufferDepth": 2,
        "cts_resized": 0,
        "clkSinkCount": 36,
        "clkTransAtPathRegs_ps": 70,
        "clockRootBuffer": "clkbuf_8",
        "hold_buffers": 0,
        "htreeDepth": 2,
        "worstSkewPairLatency_ps": 290,
    },
    "floorplanning": {
        "io_pins": 4,
        "die_area_sq_um": 11240,
        "fp_util_pct": 20.46,
        "coreArea_sq_um": 7214,
        "die.size.y_microns": 106,
        "rows": 31,
        "die_width_microns": 106,
    },
    "detailed_routing": {
        "drt_wl_total_microns": 2185,
        "via_per_inst": 3.569,
        "routedWlPerCell_microns": 8.123,
        "drc": 0,
        "antenna_cells": 0,
        "dr.pass1.iters": 4,
        "drt_iter0_drc": 25,
        "ant_nets": 0,
        "detailroute.via_count": 960,
    },
    "power_and_ir_drop": {
        "pwr-share-comb_pct": 2.7,
        "swShare_pct": 17.27,
        "leakagePower_nw": 0.6331,
        "power_density_nw_per_um2": 562.4,
        "finalPower_w": 0.001013,
        "ir_worst_vdd_uv": 274.3,
        "netSwitchingPower_w": 0.0001749,
        "clockPowerShare_pct": 52.9,
        "power_frac_seq_pct": 44.4,
        "p_int_w": 0.0008377,
    },
    "logic_synthesis": {
        "yosys.area.top_type": "dfxtp_1",
        "ys_types": 30,
        "syn_area_per_cell_sq_um": 9.587,
        "ys_seq_share_pct": 48.81,
        "ys_warn_count": 1,
        "numSynthFlops": 36,
        "async_flop_share_pct": 0,
        "synth_area_sq_um": 1476,
        "syn-instance-count": 154,
        "ys.flop_type": "dfxtp_1",
        "top_area_share_pct": 48.81,
        "yosys-stat-area_sq_um": 1476,
        "edf_count": 0,
        "yosys_cells": 154,
        "area_leaders": "dfxtp_1, xor2_1, nor2_1, ha_1, xnor2_1",
    },
    "setup_path": {
        "crit_arrival_ps": 2010,
        "worstPathMaxFanout": 8,
        "regToRegStartpoint": "counter[4]",
        "cp-start-kind": "flip-flop",
        "path_class": "flip-flop to flip-flop",
        "reg2reg_slack_ps": 1460,
        "required_ps": 3480,
        "startpoint": "counter[4]",
        "cp-end-kind": "flip-flop",
    },
    "placement": {
        "gp_congestion": 0.7752,
        "dpl.hpwl_microns": 1444,
        "port_buffers": 3,
    },
    "grt": {
        "track_usage_pct": 4.202,
        "grt_pass1_wl_microns": 3974,
        "grt_max_degree": 24,
        "grt_pass1_vias": 891,
        "antenna_found_initial": 0,
        "grt_overflow": 0,
    },
    "final_timing": {
        "clock.fmax_mhz": 544.8,
        "fin_skew_ps": 4.627,
        "hold_violations": 0,
        "setup_viol": 0,
        "rsz0062_at_grt": "false",
        "post-route-period-util_pct": 55.62,
        "timing.final.crit_period_ps": 1835,
        "drv_slew": 0,
        "tightest_slew_ps": 922.1,
        "relSlewSlack_pct": 38.06,
        "fin_setup_tns_ps": 0,
    },
    "final_layout": {
        "lay_top_count": "dfxtp_1",
        "nFillCells": 786,
        "syn_to_final_growth_pct": 21.95,
        "final_layout_top_logic_cells": "dfxtp_1, nor2_1, xor2_1, nand2_1",
        "drive_gt1_share_pct": 7.647,
        "finish.utilization_pct": 24.96,
    },
    "min_path": {
        "min_path_type": "flip-flop to flip-flop",
        "min_from": "counter[0]",
    },
    "run_status": {
        "status": "finished clean",
    },
    "flow_run": {
        "cap_violations": 0,
        "tool_warnings": 28,
    },
}
-- final timing paths --
| check | to | depth (start not counted) |
|---|---|---|
| setup / recovery | counter[13] | 5 |
| hold / removal | counter[0] | 1 |
| setup reg to reg | counter[13] | 5 |
| hold reg to reg | counter[0] | 1 |
-- final cells by class --
cell class	count	area, sq um	area share (%)
inverter	6	22.52	1.251
multi-input combinational	117	744.5	41.35
clock inverter	3	90.09	5.003
timing repair buffer	3	30.03	1.668
sequential	36	720.7	40.03
clock buffer	5	68.82	3.822
tap	99	123.9	6.880
-- metal layers --
metal	global-route usage, %	share of wire (%)	vias up	wire, microns
li1	-	-	540	-
met1	6.133	55	406	1192
met2	5.433	37	9	815
met3	2.324	6.9	5	150
met4	0.4836	1.2	0	27
met5	0	0	-	0
-- cells in the mapped netlist, drive strengths merged (2+ instances only) --
cell   instances
nand2         14
nand4          5
inv            6
nor3           4
xnor2          7
and3           5
xor2          15
ha             5
nor2          27
a21oi          3
buf            2
o21ai          2
nand3          8
nor4           3
dfxtp         36
-- logic make-up (layout without fill, tap and decap cells) --
kind of cell             after synthesis  after routing  share of synthesized area (%)
other                                  1              8                         0.2540
buffers and inverters                  8             17                          2.542
flip-flops                            36             36                          48.81
adder cells (fa/ha/maj)                5              5                          4.237
AND/OR/NAND/NOR                       73             73                          25.76
XOR/XNOR                              22             22                          13.05
AND-OR/OR-AND                          8              8                          4.661
multiplexers                           1              1                         0.6780
-- sequential cells by signal (all words and copies together) (netlist names) --
register	count
counter	32
state	2
regs	2
-- worst max-delay path, stage by stage, from the launching register on --
cell,delay (ps)
dfxtp_1,400
nand4_1,160
nor3_1,730
nand4_1,210
xor2_1,170
nor2_1,50
-- stage by stage --
| step | setup slack, ps | instance area [sq um] | instances | hold slack (ps) |
|---|---|---|---|---|
| 3_3_place_gp | 1536 | 1642 | 261 | 431.9 |
| 6_report | 1465 | 1800 | 269 | 446.7 |
| 3_5_place_dp | 1466 | 1642 | 261 | 438.8 |
| 2_1_floorplan | 1794 | 1503 | 161 | 406.9 |
| 4_1_cts | 1449 | 1800 | 269 | 455.0 |
| 5_1_grt | 1318 | 1800 | 269 | 467.3 |
-- power by group through the flow --
stage,Sequential (W),Combinational (W),Clock [W]
after CTS,0.000449,0.0000281,0.000546
after global routing,0.000451,0.0000334,0.000569
final,0.000450,0.0000273,0.000536
No activity file was given, so power comes from the tool's default toggle rates.
